**flow/config.mk**
```make
export PLATFORM = sky130hd
export DESIGN_NAME = Adder
export DESIGN_NICKNAME = Adder
export VERILOG_FILES = /design/flow/design.v
export SDC_FILE = /design/flow/constraint.sdc
export NUM_CORES = 4
export LEC_CHECK = 1
export CORE_AREA = 10 10 107 107
export DIE_AREA = 0 0 117 117
```
**flow/constraint.sdc**
```tcl
current_design Adder

set clk_period 24.1
set clk_io_pct 0.2

create_clock -name clk0 -period $clk_period

set non_clock_inputs [all_inputs -no_clocks]
set_input_delay [expr $clk_period * $clk_io_pct] -clock clk0 $non_clock_inputs
set_output_delay [expr $clk_period * $clk_io_pct] -clock clk0 [all_outputs]
```
**flow/design.v**
```verilog
`timescale 1ns/1ps
module Adder(
    src1_i,
	src2_i,
	sum_o
	);
input  [32-1:0]  src1_i;
input  [32-1:0]	 src2_i;
output [32-1:0]	 sum_o;
wire    [32-1:0]	 sum_o;
assign sum_o = src1_i + src2_i;    
endmodule
```
**flow/run.sh**
```bash
#!/bin/bash
# OpenROAD 26Q1-2900-gdf79404cd8, Yosys 0.63+post, stock flow scripts
make -C /OpenROAD-flow-scripts/flow DESIGN_CONFIG=/design/flow/config.mk WORK_HOME=/design/flow/orfs finish
```
==> run summary <==
flow finished, numbers: input/output buffers 96, leakage 1.18 nW, WHS Path Cells 3, Crit path arrival time around 8 ns, critical path class primary input to primary output, Logic pwr share 1.000, total gr overflow 0, FP Util 0.190, Hold EP sum_o[0], Final Hold Viols 0, # fillers 993, Final TNS setup 0 ns, DP Wirelength 5590 µm, fin. max-slew vios 0, initial antenna violation count 0, dpl ws 11.45 ns, Netlist Area Pre-Place 0.00174 mm², Cell Type Count 50, Worst setup SP type primary input, Sequential Power Share 0, number of max-cap violations 0, Critical Path, Cell by Cell clkdlybuf4s50_1, ha_1, fa_1, a21o_1, a31o_2, nand3_1, o221ai_1, a311oi_1, o21bai_1, xor2_1, clkdlybuf4s50_1, Mean Syn Cell Area roughly 7.2 µm², RSZ-0062 raised after global routing false, Yosys top cell by instances ha_1, die area 0.0137 mm², GRT Resource Usage Total 0.0888, row count 35, pin count of the biggest net entering global routing 11, FFs & Latches 0, Largest cells by area ha_1 22%, a21oi_1 8.3%, a21o_1 8.2%, clock buffers 0, Top-area cell share 0.222, Clk pwr share 0, drt first pass iters 4, FF+latch area 0 µm², Peak Freq 79.1 MHz, cts hold-fix bufs 0, DRT Wirelength 6360 µm, Gate Area around 0.0017 mm², worst-margin pin slew approximately 0.56 ns, post-synth area from yosys stat 0.00174 mm², maximum vdd drop 0.0146 mV, first-pass GRT wire length ~10,000 µm, minimum clock period 12.64 ns, ant diodes 0, cells after synthesis 241, cycle use final 0.525, post-CTS sizing 0, Die Y-Extent 117 µm, Slew headroom 0.619, Core ar. 0.00920 mm², IO Pins roughly 96, Via density 4.86, ys cells 241, drt initial violations 85, Net Switching 0.0331 mW, residual DRC count 0, min-delay src src2_i[0], Switching Share 0.406, stage-log warning count 32, Req. time, crit path 19.28 ns, Post-CTS Setup Bufs 0, Ys Warns 0, post-route insts no fill approximately 440, Routed wire per std cell 14.5 µm, number of global-route vias before repair 2,103, DP Cell Count between 400 and 500, Internal 0.0484 mW, final setup fails 0, worst path bufs/invs 2, Slowest-stage cell, CP clkdlybuf4s50_1, Power Dens Cells 29.1 mW/mm², crit-path leading delay family AND-OR/OR-AND gates, worst hold path class primary input to primary output, antenna-violating nets left 0, most area-hungry cell type in the Yosys netlist ha_1, critical path peak fanout 4, share of layout cells above drive strength 1 0.0307, vias 2,125, most used cell, CP clkdlybuf4s50_1, die width 117 µm, CP max stage delay 0.50 ns, top post-synthesis cells by count 31 x ha_1, 29 x a21oi_1, 19 x a21o_1, Setup WS post-layout 11.46 ns, register area share after synthesis 0, Area Growth Syn to Fin 60.5%, CP endpoint kind primary output, placer congestion estimate 0.828, status finished, final reports clean
## power by group through the flow
| stage | Clock (mW) | Sequential [mW] | Combinational (mW) |
|---|---|---|---|
| finish | 0 | 0 | 0.0816 |
| global route | 0 | 0 | 0.0906 |
| CTS | 0 | 0 | 0.0827 |
## worst max path at each step
| stage | to | slack [ns] | cells past startpoint | start |
|---|---|---|---|---|
| finish | sum_o[26] | 11.46 | 11 | src1_i[0] |
| global route | sum_o[26] | 11.29 | 11 | src2_i[0] |
| CTS | sum_o[26] | 11.44 | 11 | src1_i[0] |
## area by class of cell
cell class,instances,share of cell area
inverters,6,0.00804
repair buffers,96,0.343
well taps,111,0.0496
multi-input cells,224,0.599
## stage by stage
step | hold WS [ns] | cell area, µm² | util | power [mW]
floorplan | 9.71 | 1740 | - | 0.0385
global placement | 10.67 | 2800 | 0.304 | 0.0822
detailed placement | 10.68 | 2800 | 0.304 | 0.0820
CTS | 10.68 | 2800 | 0.304 | 0.0827
global route | 10.71 | 2800 | 0.304 | 0.0906
finish | 10.67 | 2800 | 0.304 | 0.0816
## placed cells by master (no fill, tap or decap), types with 2 or more instances in the layout
cell type	n
a31oi_1	3
a21oi_1	29
a211oi_1	3
a311oi_1	2
nand2_1	18
a21o_1	19
xor2_1	15
or2_2	3
o221ai_1	2
o211ai_1	3
nand3_1	10
nor2_1	12
inv_1	6
nand2b_1	2
nand4_1	8
o21ai_0	13
xnor2_1	13
ha_1	31
o311ai_1	2
o21bai_1	4
o21a_1	2
clkdlybuf4s50_1	96
mux2i_1	2
nor3_1	4
## routing by layer
| metal | GRT usage | part of all wire | up-vias |
|---|---|---|---|
| met5 | 0 | 0 | - |
| met4 | 0 | 0 | 0 |
| met3 | 0.0289 | 0.11 | 0 |
| met2 | 0.153 | 0.45 | 66 |
| met1 | 0.112 | 0.44 | 961 |
| li1 | - | - | 1098 |
## kinds of logic (layout without fill, tap and decap cells)
logic type,Yosys count,after routing,share of synthesized area
simple gates,65,65,0.183
buf+inv,17,102,0.0380
fa+ha+maj,32,32,0.234
compound gates,97,97,0.393
xor+xnor,28,28,0.141
mux,2,2,0.0115
Power figures rest on the tool's default switching activity, not on a simulated workload.

`/design/flow/run.sh`:
```
#!/bin/bash
# OpenROAD 26Q1-2900-gdf79404cd8, Yosys 0.63+post, stock flow scripts
make -C /OpenROAD-flow-scripts/flow DESIGN_CONFIG=/design/flow/config.mk WORK_HOME=/design/flow/orfs finish
```
`/design/flow/design.v`:
```
`timescale 1ns/1ps
module ALU(
    src1_i,
	src2_i,
	ctrl_i,
	result_o,
	zero_o
	);
input signed [32-1:0]  src1_i;
input signed [32-1:0]  src2_i;
input  [4-1:0]   ctrl_i;
output [32-1:0]	 result_o;
output           zero_o;
reg    [32-1:0]  result_o;
wire             zero_o;
assign zero_o = (result_o == 0) ? 1'b1:1'b0;
always @(ctrl_i, src1_i, src2_i)
    begin
        case (ctrl_i)
            0: result_o <= src1_i & src2_i;                      
            1: result_o <= src1_i | src2_i;                      
            2: result_o <= src1_i + src2_i;                      
            4: result_o <= (src1_i == src2_i) ? 1'b0:1'b1;       
            5: result_o <= (src1_i < src2_i) ? 1'b1:1'b0;        
            6: result_o <= src1_i - src2_i;                      
            default: result_o <= 0;
        endcase    
    end
endmodule
```
`/design/flow/constraint.sdc`:
```
current_design ALU

set clk_period 16.4
set clk_io_pct 0.2

create_clock -name clk0 -period $clk_period

set non_clock_inputs [all_inputs -no_clocks]
set_input_delay [expr $clk_period * $clk_io_pct] -clock clk0 $non_clock_inputs
set_output_delay [expr $clk_period * $clk_io_pct] -clock clk0 [all_outputs]
```
`/design/flow/config.mk`:
```
export PLATFORM = sky130hd
export DESIGN_NAME = ALU
export DESIGN_NICKNAME = ALU
export VERILOG_FILES = /design/flow/design.v
export SDC_FILE = /design/flow/constraint.sdc
export NUM_CORES = 4
export LEC_CHECK = 1
export CORE_UTILIZATION = 50
```
==> impl_metrics.xml <==
<?xml version="1.0" encoding="UTF-8"?>
<metrics>
  <group name="synthesis">
    <metric name="postSynthSeqShare" unit="">0</metric>
    <metric name="syn_inst" unit="">778</metric>
    <metric name="top_cell" unit="">sky130_fd_sc_hd__inv_1</metric>
    <metric name="synth_largest_type_area_fraction" unit="">0.241</metric>
    <metric name="yosys_warnings" unit="">1</metric>
    <metric name="synth.cells.most_frequent" unit="">100 x sky130_fd_sc_hd__inv_1, 98 x sky130_fd_sc_hd__ha_1, 74 x sky130_fd_sc_hd__nor2_1, 65 x sky130_fd_sc_hd__nand2_1, 54 x sky130_fd_sc_hd__a21oi_1</metric>
    <metric name="ys_sh_mux" unit="">0.0236</metric>
    <metric name="synth.cellmix.simpleShare" unit="">0.226</metric>
    <metric name="yosysTopAreaCell" unit="">sky130_fd_sc_hd__ha_1</metric>
    <metric name="post_synth.cell_area_avg" unit="µm²">6.55</metric>
    <metric name="synth.cell_area" unit="µm²">5100</metric>
    <metric name="main_logic_family" unit="">AND-OR/OR-AND gates</metric>
    <metric name="yosys.cell_types.count" unit="">72</metric>
    <metric name="yosys_area" unit="µm²">5100</metric>
    <metric name="yosys-stat-cells" unit="">778</metric>
    <metric name="share_of_synthesized_cell_area_in_full_adder_half_adder_and_majority_cells" unit="">0.248</metric>
    <metric name="ys_sh_aoi" unit="">0.341</metric>
    <metric name="xor_area_frac" unit="">0.0447</metric>
    <metric name="synth.area.top_cells" unit="">sky130_fd_sc_hd__ha_1 24%, sky130_fd_sc_hd__inv_1 7.4%, sky130_fd_sc_hd__nor2_1 5.5%</metric>
  </group>
  <group name="setup_path">
    <metric name="critPathMaxFanout" unit="">5</metric>
    <metric name="max_stage_delay" unit="ns">0.61</metric>
    <metric name="path_cells" unit="">clkdlybuf4s50_1 -&gt; inv_1 -&gt; ha_1 -&gt; o21ba_1 -&gt; a2111o_1 -&gt; a21oi_2 -&gt; o31ai_1 -&gt; xnor2_1 -&gt; o22ai_1 -&gt; or4_1 -&gt; a2111oi_2 -&gt; nand4b_1 -&gt; nor4_2 -&gt; nand3_1 -&gt; nor4_2 -&gt; clkdlybuf4s50_1</metric>
    <metric name="worst-setup-path-type" unit="">in2out</metric>
    <metric name="critPathBufInv" unit="">3</metric>
    <metric name="crit_path_start_kind" unit="">input port</metric>
    <metric name="path_delay_family" unit="">AND-OR/OR-AND gates</metric>
    <metric name="worstSetupEndpointType" unit="">output pin</metric>
    <metric name="crit_arrival" unit="ns">7.81</metric>
    <metric name="worst-endpoint-required" unit="ns">13.12</metric>
    <metric name="master_of_the_slowest_instance_on_the_critical_path" unit="">sky130_fd_sc_hd__clkdlybuf4s50_1</metric>
  </group>
  <group name="floorplan">
    <metric name="die_w" unit="µm">103</metric>
    <metric name="row_count" unit="">36</metric>
    <metric name="core_util_at_fp" unit="">0.519</metric>
    <metric name="die.size.y" unit="µm">103</metric>
    <metric name="num_io_pins" unit="">101</metric>
    <metric name="standard_cell_core_area" unit="µm²">9820</metric>
    <metric name="fp.dieArea" unit="µm²">10600</metric>
  </group>
  <group name="place">
    <metric name="gp_routability_congestion" unit="">1.02</metric>
    <metric name="place_ws" unit="ns">5.34</metric>
    <metric name="io_buffer_count" unit="">101</metric>
    <metric name="dp_hpwl" unit="mm">13.3</metric>
  </group>
  <group name="sta">
    <metric name="post-route-worst-setup-slack" unit="ns">5.31</metric>
    <metric name="rsz0062_at_grt" unit="">no</metric>
    <metric name="finalHoldViolCount" unit="">0</metric>
    <metric name="finalSetupTns" unit="ns">0</metric>
    <metric name="setup_violations" unit="">0</metric>
    <metric name="fmax" unit="GHz">0.0901</metric>
    <metric name="slew-limit-headroom" unit="">0.543</metric>
    <metric name="period_used_share" unit="">0.676</metric>
    <metric name="layout_min_cycle_time" unit="ns">11.09</metric>
    <metric name="finalHoldWorstSlack" unit="ns">7.37</metric>
    <metric name="report.final.slew_viol_count" unit="">0</metric>
    <metric name="tightest_pin_transition" unit="ns">0.680</metric>
  </group>
  <group name="route">
    <metric name="via_per_inst" unit="">6.00</metric>
    <metric name="detail_route.antenna_diodes" unit="">0</metric>
    <metric name="detail_route.wl_per_cell" unit="µm">17.0</metric>
    <metric name="antenna_left" unit="">0</metric>
    <metric name="drt_first_pass_iters" unit="">5</metric>
    <metric name="drcViolationCount" unit="">0</metric>
    <metric name="num_vias" unit="">5834</metric>
    <metric name="routed_wl" unit="mm">16.6</metric>
    <metric name="drt_iter0_drc" unit="">329</metric>
  </group>
  <group name="final_layout">
    <metric name="ff_count" unit="">0</metric>
    <metric name="layout.clock_buffers" unit="">0</metric>
    <metric name="post-route-util" unit="">0.621</metric>
    <metric name="layout.area.seq" unit="µm²">0</metric>
    <metric name="drive_above_1_share" unit="">0.0381</metric>
    <metric name="area_overhead_of_the_layout_relative_to_synthesis" unit="%">19.6</metric>
    <metric name="count_of_fill_cells_added_during_filler_insertion" unit="">925</metric>
  </group>
  <group name="run">
    <metric name="warning_count" unit="">99</metric>
    <metric name="max-cap-violations" unit="">0</metric>
  </group>
  <group name="clock_tree">
    <metric name="post_cts.repair.setup_buffers" unit="">0</metric>
    <metric name="ctsResizeCount" unit="">0</metric>
    <metric name="hold_buf_count_cts" unit="">0</metric>
  </group>
  <group name="status">
    <metric name="outcome" unit="">finished clean</metric>
  </group>
  <group name="pwr">
    <metric name="post-layout-total-power" unit="µW">202</metric>
    <metric name="power-per-cell-area" unit="nW/µm²">33.2</metric>
    <metric name="peakVddDrop" unit="V">0.0000208</metric>
    <metric name="leakage" unit="µW">0.00275</metric>
  </group>
  <group name="min_path">
    <metric name="hp-class" unit="">in2out</metric>
  </group>
  <group name="grt">
    <metric name="grt_pass1_vias" unit="">5075</metric>
    <metric name="globalRoute.totalOverflow" unit="">0</metric>
    <metric name="maximum_number_of_pins_on_one_net_before_global_route_repair" unit="">60</metric>
    <metric name="antenna_violations_before_repair" unit="">0</metric>
    <metric name="grt_first_pass_wirelength" unit="mm">26.1</metric>
    <metric name="track_usage" unit="">0.315</metric>
  </group>
</metrics>
[cell type report]
class	count	area, µm²	share of cell area
multi-input combinational	632	4510	0.739
inverter	102	383	0.0628
timing repair buffer	106	1040	0.170
tap	133	166	0.0273
[cell usage in the layout, fill, tap and decap left out, drive strengths merged, types with 7 or more instances in the layout]
cell type,synthesis,layout
inv,101,101
clkdlybuf4s50,0,99
ha,98,98
nor2,74,74
nand2,65,65
a21oi,56,56
o21ai,53,53
nor3,30,30
xnor2,22,22
o31ai,19,19
o22ai,17,17
o211ai,16,16
a21o,14,14
a31oi,13,13
mux2i,12,12
nand3,12,12
nor4,10,10
a211oi,9,9
nor2b,9,9
nand2b,9,9
nand4,8,8
buf,18,7
[worst paths after layout]
| check | from | end | slack, ns | cells past startpoint |
|---|---|---|---|---|
| setup / recovery | src1_i[1] | zero_o | 5.31 | 16 |
| hold / removal | ctrl_i[0] | result_o[2] | 7.37 | 5 |
[cells by family (layout without fill, tap and decap cells)]
family,after synthesis,in the layout
compound gates,255,255
xor+xnor,26,26
fa+ha+maj,100,100
buf+inv,146,208
mux,12,12
simple gates,239,239
[layer usage]
| metal | GRT usage | wire length, µm | share of wire |
|---|---|---|---|
| met1 | 0.479 | 7860 | 0.47 |
| met2 | 0.478 | 7030 | 0.42 |
| met3 | 0.0434 | 1470 | 0.089 |
| met4 | 0.0531 | 218 | 0.013 |
| met5 | 0 | 0 | 0 |
[through the flow]
| step | area (µm²) | cells |
|---|---|---|
| 3_3_place_gp | 6090 | 973 |
| 5_1_grt | 6090 | 973 |
| 3_5_place_dp | 6090 | 973 |
| 6_report | 6090 | 973 |
| 2_1_floorplan | 5100 | 778 |
| 4_1_cts | 6090 | 973 |
[where the power goes]
group	switching, µW	internal [µW]	total [µW]
registers	0	0	0
clock network	0	0	0
logic	115	87.1	202
No activity file was given, so power comes from the tool's default toggle rates.
